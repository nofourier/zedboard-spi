===== flow/run.sh =====
#!/bin/bash
# OpenROAD 26Q1-2900-gdf79404cd8, Yosys 0.63+post, stock flow scripts
make -C /OpenROAD-flow-scripts/flow DESIGN_CONFIG=/design/flow/config.mk WORK_HOME=/design/flow/orfs finish

===== flow/config.mk =====
export PLATFORM = sky130hd
export DESIGN_NAME = main
export DESIGN_NICKNAME = main
export VERILOG_FILES = /design/flow/design.v
export SDC_FILE = /design/flow/constraint.sdc
export NUM_CORES = 4
export LEC_CHECK = 1
export CORE_UTILIZATION = 50

===== flow/constraint.sdc =====
current_design main

set clk_period 3.4
set clk_io_pct 0.2

create_clock -name clk0 -period $clk_period [get_ports {clk}]

set non_clock_inputs [all_inputs -no_clocks]
set_input_delay [expr $clk_period * $clk_io_pct] -clock clk0 $non_clock_inputs
set_output_delay [expr $clk_period * $clk_io_pct] -clock clk0 [all_outputs]

===== flow/design.v =====
module main(
    input clk,
    input [7:0] switch,
    output [7:0] led
);
integer internal_count;
reg clk_slow;
assign led[7] = clk_slow;
always @(posedge clk) begin
    if (switch[3]) begin 
        internal_count = 0;
        clk_slow = 1;
    end else if (internal_count <= 25000000) begin
        internal_count = internal_count + 1;
    end else begin
        clk_slow = ~clk_slow;
        internal_count = 0;
    end
end
master master_test (.clka(clk_slow), .reset(switch[3]), .send(switch[5]), .data(switch[2:0]), .MOSI(led[0]));
slave1 slave1_test (.clkb(clk_slow), .reset(switch[3]), .send(switch[5]), .slave_select(switch[4]), .MOSI(led[0]), .led_r(led[3:1]));
slave2 slave2_test (.clkb(clk_slow), .reset(switch[3]), .send(switch[5]), .slave_select(switch[4]), .MOSI(led[0]), .led_r(led[6:4]));
endmodule
module master(
    input clka,
    input reset,
    input send,
    input [2:0] data,
    output reg MOSI
);
integer count;
always @(posedge clka or posedge reset) begin
    if (reset) begin
        MOSI <= 1'b0;
        count <= 0;
    end else if (send && count != 3) begin
        MOSI <= data[count];
        count <= count + 1;
    end else if (send && count == 3) begin
        MOSI <= 0;
    end else begin
        MOSI <= 0;
        count <= 0;
    end
end
endmodule
module slave1(
    input clkb,
    input reset,
    input send,
    input slave_select,
    input MOSI,
    output reg [2:0] led_r
    );
integer count;
always @(posedge clkb or posedge reset) begin
    if (reset) begin
        led_r <= 3'b000;
        count <= 0;
    end else if (send && slave_select && (count != 4)) begin
        led_r <= (MOSI << 2) + (led_r >> 1);
        count <= count + 1;
    end else if (!send) begin
        count <= 0;
    end
end
endmodule
module slave2(
    input clkb,
    input reset,
    input send,
    input slave_select,
    input MOSI,
    output reg [2:0] led_r
    );
integer count;
always @(posedge clkb or posedge reset) begin
    if (reset) begin
        led_r <= 3'b000;
        count <= 0;
    end else if (send && !slave_select && (count != 4)) begin
        led_r <= (MOSI << 2) + (led_r >> 1);
        count <= count + 1;
    end else if (!send) begin
        count <= 0;
    end
end    
endmodule

==> Flow_metrics.wiki <==
=== Physical design figures ===
{| class="wikitable"
! Metric !! Value
|-
| Number of cells upsized or downsized after cts || 0
|-
| Cells after synthesis || 749
|-
| Layout Skew || 0.00355 ns
|-
| Effective utilization at floorplan || 51.9%
|-
| Maximum clock path buffer count || 2
|-
| Data required, critical path || 3.59 ns
|-
| Largest vdd supply drop || 0.000218 V
|-
| Post-Synthesis Cell Area || 0.00698 sq mm
|-
| TritonCTS clock tree || built
|-
| Die Wd || 120 um
|-
| Detail Route Antenna Nets || 0
|-
| Instance area after placement || 0.00728 sq mm
|-
| Final std cell area, no fill || 0.00742 sq mm
|-
| Path type of the worst min-delay path || flop to flop
|-
| Achievable Freq || 362 MHz
|-
| Die height || 120 um
|-
| Congestion Overflow GR || 0
|-
| Global placer's final weighted congestion || 0.822
|-
| Worst Path Arrival || 2.95 ns
|-
| Number of detailed-routing iterations run before antenna repair || 5
|-
| Tot Pwr || 0.903 mW
|-
| Cell Type Count || 45
|-
| Antenna diode count || 0
|-
| Worst setup path class || flop to flop
|-
| Sequential-to-total area share from yosys stat || 46.4%
|-
| Launch point of the worst reg-to-reg path || internal_count[2]$_SDFF_PP0_
|-
| Cell types with the highest counts after synthesis || sky130_fd_sc_hd__dfrtp_1 (103), sky130_fd_sc_hd__nor2_1 (66), sky130_fd_sc_hd__nor3_1 (47)
|-
| Number of DRC markers after the initial detailed-route iteration || 298
|-
| Internal power || 0.696 mW
|-
| DPL Wire Length || 9.11 mm
|-
| Top post-synthesis cells by area || sky130_fd_sc_hd__dfrtp_1 (37%), sky130_fd_sc_hd__dfxtp_1 (9.5%), sky130_fd_sc_hd__xor2_1 (4.9%), sky130_fd_sc_hd__xnor2_1 (4.8%), sky130_fd_sc_hd__nor2_1 (3.5%)
|-
| Clock root buffer || sky130_fd_sc_hd__clkbuf_16
|-
| Core ar. || 0.0135 sq mm
|-
| Ports placed on the boundary || 17
|-
| Most frequently used cell type in the post-synthesis netlist || sky130_fd_sc_hd__dfrtp_1
|-
| Number of antenna violations at the first check in global routing || 0
|-
| Count of warnings emitted by yosys || 4
|-
| Simple Share, Synth || 27.3%
|-
| Pwr dens || 122 mW/mm^2
|-
| Net switching share of the total power || 23.0%
|-
| Worst-margin pin slew || 1.00 ns
|-
| Critical-path maximum fanout || 10
|-
| Final core utilization || 55.2%
|-
| Endpoint of the most critical register-to-register path || internal_count[29]$_SDFF_PP0_
|-
| Number of flops mapped to enable cells by yosys || 0
|-
| Total Wirelength || 13.6 mm
|-
| FA/HA/MAJ Cells, Area Fraction || 1.25%
|-
| Register pins left without a clock || 103
|-
| Kind of end point of the critical path || flop
|-
| Relative contribution of the clock network to total power || 47.3%
|-
| Number of logged tool warnings || 30
|-
| Depth of the worst register-to-register path || 5
|-
| Clock-pin slew on the worst setup and hold paths || 0.05 ns
|-
| Global-route usage over all layers || 20.3%
|-
| Share of post-route cells with drive strength above 1 || 4.58%
|-
| Remaining design rule violation count || 0
|-
| H-tree levels || 2
|-
| Flops & latches, synth || 136
|-
| Count of buffers added by post-CTS timing repair for setup || 0
|-
| Total via count in the routed design || 5,452
|-
| Post-synth top area share || 36.9%
|-
| Max-cap check violation count || 0
|-
| Post-layout min period || 2.76 ns
|-
| Post-cts hold buffer count || 0
|-
| Origin of the worst setup path || internal_count[2]$_SDFF_PP0_
|-
| Proportion of power drawn by flip-flops and latches || 43.7%
|-
| First-pass GRT wire length || 23.5 mm
|-
| Vias per Instance || 5.93
|-
| Max-slew violation count || 0
|-
| Number of buffers inserted during clock tree synthesis || 5
|-
| Endpoints left unconstrained || 110
|-
| Area added between synthesis and finish || 6.34%
|-
| XORs/XNORs by Area || 9.66%
|-
| Clock insertion delay at the later pin of the skew report || 0.27 ns
|-
| Max-slew headroom || 32.7%
|-
| Maximum number of pins on one net before global-route repair || 67
|-
| Hold wc startpoint || internal_count[30]$_SDFF_PP0_
|-
| Count of input and output buffers || 14
|-
| Largest non-sequential cell family by area || simple AND/OR/NAND/NOR gates
|-
| Hold worst-path end || internal_count[30]$_SDFF_PP0_
|-
| Result of the run || completed
|-
| And-or/or-and share of the synthesized area || 9.44%
|-
| Mean routed wirelength per cell || 14.7 um
|-
| CP startpoint kind || flop
|-
| Chip area in the Yosys report || 0.00698 sq mm
|-
| Portion of netlist area occupied by mux cells || 2.54%
|-
| Post-synth top area cell || sky130_fd_sc_hd__dfrtp_1
|-
| Fin Setup TNS || 0 ns
|-
| Total Die Area || 0.0144 sq mm
|-
| Count of cells along the worst hold path || 2
|-
| Post-route worst hold slack || 0.508 ns
|-
| Fin. Hold Viols || 0
|-
| Count of endpoints failing setup in the final report || 0
|-
| Rows || 42
|-
| Switching Power || 0.208 mW
|-
| Static Leak || 2.79 nW
|-
| Number of global-route vias before repair || 5,055
|-
| Final period utilization || 81.2%
|-
| Dominant flop cell || sky130_fd_sc_hd__dfrtp_1
|-
| Setup repair after global routing missed its margin || no
|-
| Comb power frac || 9.0%
|-
| Avg Inst Size Synth || 9.32 sq um
|-
| Yosys cell count || 749
|-
| Worst R2R Setup Slack || 0.64 ns
|-
| Async set or reset register ratio after synthesis || 75.7%
|}
[critical path: stages (launching register included)]
cell                       delay (ns)
sky130_fd_sc_hd__dfxtp_1         0.43
sky130_fd_sc_hd__nand4_2         0.18
sky130_fd_sc_hd__or3_1           0.57
sky130_fd_sc_hd__or4_1           0.73
sky130_fd_sc_hd__or4_1           0.54
sky130_fd_sc_hd__a211oi_1        0.23
[stage by stage]
stage | instances | setup WS [ns]
floorplan | 749 | 0.897
global placement | 912 | 0.693
detailed placement | 912 | 0.673
CTS | 919 | 0.640
global route | 919 | 0.464
finish | 919 | 0.638
[final cells by class]
| class | count | area (sq um) |
|---|---|---|
| Clock buffer | 7 | 143 |
| Fill cell | 1199 | 6030 |
| Inverter | 23 | 88.8 |
| Multi-Input combinational cell | 553 | 3510 |
| Sequential cell | 136 | 3240 |
| Tap cell | 176 | 220 |
| Timing Repair Buffer | 24 | 228 |
[layer usage]
layer	wire length [um]	vias up	global-route usage, %	share of wire [%]
met1	6880	2644	32.7	51
met2	6300	79	32.3	46
li1	-	2725	-	-
met5	0	-	0	0
met4	35	0	1.02	0.26
met3	341	4	2.67	2.5
[cells in the final DEF, fill, tap and decap left out, types with 7 or more instances in the layout]
cell | netlist | layout
sky130_fd_sc_hd__mux2i_1 | 11 | 11
sky130_fd_sc_hd__ha_1 | 7 | 7
sky130_fd_sc_hd__inv_1 | 23 | 21
sky130_fd_sc_hd__nor4_1 | 32 | 32
sky130_fd_sc_hd__nand2_1 | 39 | 39
sky130_fd_sc_hd__or3_1 | 16 | 16
sky130_fd_sc_hd__nor2_1 | 66 | 66
sky130_fd_sc_hd__nand3_1 | 41 | 41
sky130_fd_sc_hd__nand4_1 | 33 | 33
sky130_fd_sc_hd__clkdlybuf4s50_1 | 0 | 14
sky130_fd_sc_hd__o211ai_1 | 15 | 15
sky130_fd_sc_hd__and4_1 | 12 | 12
sky130_fd_sc_hd__xnor2_1 | 38 | 38
sky130_fd_sc_hd__a21oi_1 | 29 | 28
sky130_fd_sc_hd__nor3_1 | 47 | 47
sky130_fd_sc_hd__dfrtp_1 | 103 | 103
sky130_fd_sc_hd__buf_4 | 2 | 9
sky130_fd_sc_hd__o21ai_0 | 21 | 21
sky130_fd_sc_hd__dfxtp_1 | 33 | 32
sky130_fd_sc_hd__or4_1 | 18 | 18
sky130_fd_sc_hd__and3_1 | 15 | 15
sky130_fd_sc_hd__xor2_1 | 39 | 39
sky130_fd_sc_hd__o31ai_1 | 21 | 21
[power by group through the flow]
stage | Sequential (mW) | Combinational, mW | Clock (mW)
final | 0.394 | 0.0815 | 0.427
after global routing | 0.395 | 0.0938 | 0.452
after CTS | 0.394 | 0.0852 | 0.438
[how the worst max path moves through the flow]
stage | slack, ns | cells after the start | endpoint
final | 0.64 | 5 | internal_count[29]$_SDFF_PP0_
after global routing | 0.46 | 5 | internal_count[29]$_SDFF_PP0_
after CTS | 0.64 | 5 | internal_count[29]$_SDFF_PP0_
[logic make-up after synthesis]
group,count (synthesis)
simple gates,349
flops,136
compound gates,103
xor+xnor,77
buf+inv,60
mux,17
fa+ha+maj,7
[state kept, by name (all words and copies together) (netlist names)]
| register | cells |
|---|---|
| internal_count | 32 |
| clk_slow | 1 |
| slave2_test.count | 32 |
| master_test.count | 32 |
| slave1_test.count | 32 |
| master_test.MOSI | 1 |
| slave1_test.led_r | 3 |
| slave2_test.led_r | 3 |
No activity file was given, so power comes from the tool's default toggle rates.
